[./design.v]
module Register_File (
	input	reg 	[15:0]		WrData,
	input	reg 	[2:0]		Adresss,
	input 	wire 				WrEn,
	input	wire 				RdEn,
	input 	wire 				CLK,
	input 	wire 				RST,
	output 	reg 	[15:0]		RdData	 
	);
	reg [15:0] Memory [7:0];
always@(posedge CLK or negedge RST)
 begin
 	if (!RST)
 	 begin
 	 	RdData <= 'd0;
 	 	Memory[0] <= 16'b0;
 	 	Memory[1] <= 16'b0;
 	 	Memory[2] <= 16'b0;
 	 	Memory[3] <= 16'b0;
 	 	Memory[4] <= 16'b0;
 	 	Memory[5] <= 16'b0;
 	 	Memory[6] <= 16'b0;
 	 	Memory[7] <= 16'b0;
 	 end
 	else
 	 begin
 	 	if (WrEn && !RdEn)
 	 	 begin
 	 	 	Memory[Adresss] <= WrData;
 	 	 end
 	 	else if (RdEn && !WrEn)
 	 	 begin
 	 	 	RdData <= Memory[Adresss];
 	 	 end
 	 end
 end
 endmodule
[./run.sh]
#!/bin/bash
# OpenROAD 26Q1-2900-gdf79404cd8, Yosys 0.63+post, stock flow scripts
make -C /OpenROAD-flow-scripts/flow DESIGN_CONFIG=/design/flow/config.mk WORK_HOME=/design/flow/orfs finish
[./config.mk]
export PLATFORM = sky130hd
export DESIGN_NAME = Register_File
export DESIGN_NICKNAME = Register_File
export VERILOG_FILES = /design/flow/design.v
export SDC_FILE = /design/flow/constraint.sdc
export NUM_CORES = 4
export LEC_CHECK = 1
export CORE_UTILIZATION = 50
[./constraint.sdc]
current_design Register_File

set clk_period 2.0
set clk_io_pct 0.2

create_clock -name clk0 -period $clk_period [get_ports {CLK}]

set non_clock_inputs [all_inputs -no_clocks]
set_input_delay [expr $clk_period * $clk_io_pct] -clock clk0 $non_clock_inputs
set_output_delay [expr $clk_period * $clk_io_pct] -clock clk0 [all_outputs]
==> job_summary.md <==
### Yosys + OpenROAD results

| Metric | Value |
|---|---|
| Status | `completed` |
| Worst setup path endpoint | `RdData[1]` |
| # IOs | `39` |
| Worst setup EP type | `flop` |
| Fin crit period | `around 1700 ps` |
| Max-Cap Viols | `0` |
| Num Clock Sinks | `144` |
| FMAX | `584 MHz` |
| Layout area overhead | `24.0%` |
| NetSw | `slightly above 2 mW` |
| Yosys warns | `2` |
| CTS root buf | `clkbuf_16` |
| Worst-path maximum fanout | `11` |
| Wire per inst | `19.2 µm` |
| Clock buffer depth | `2` |
| Final hold vios | `0` |
| First-pass GRT wire length | `22,700 µm` |
| Final period util | `0.856` |
| H-tree lvl count | `4` |
| Critical path origin | `Adresss[2]` |
| Worst slew margin | `0.741` |
| Net Sw Frac | `0.235` |
| Detailed Route Iter0 Violations | `242` |
| Vias per cell | `5.50` |
| Post-synthesis cell area | `6430 µm²` |
| Cells after Synth | `464` |
| Crit path DAT | `between 2000 and 2500 ps` |
| Die Height | `115 µm` |
| Fraction of layout cells with a size suffix above 1 | `0.392` |
| Initial antenna violation count | `0` |
| CTS tree | `yes` |
| Fill cell count | `959` |
| Reg2reg end | `RdData[8]` |
| Final TNS setup | `0 ps` |
| RSZ-0062 raised after global routing | `no` |
| Chip width | `115 µm` |
| Antenna viol nets, final | `0` |
| Pre-CTS setup slack | `-124 ps` |
| Sequential Area | `approximately 3600 µm²` |
| Final WL | `13,900 µm` |
| Clock transition at path regs | `around 60 ps` |
| Netlist cell types | `27` |
| Final setup violation count | `0` |
| Setup slack after layout | `288 ps` |
| Residual DRC count | `0` |
| Least-Margin Pin Slew | `385 ps` |
| CORE AREA | `12,600 µm²` |
| Flop pwr share | `0.455` |
| Worst EP required | `approximately 2300 ps` |
| Initial Util | `0.512` |
| Latency at later pin | `between 400 and 500 ps` |
| Commonest Layout Cell | `dfrtp_1` |
| GRT Util Overall | `0.239` |
| Setup bufs post-CTS | `0` |
| Clock skew | `5.99 ps` |
| Largest net degree at the start of global routing | `46` |
| Top Layout Cells | `dfrtp_1 (144), mux2_2 (118), mux2i_1 (48)` |
| Avg Inst Size Synth | `13.9 µm²` |
| Number of global-route vias before repair | `4,112` |
| Input/output buffers | `38` |
| Leak Pwr | `around 3.6 nW` |
| DRT Pass-1 Iters | `4` |
| Pwr dens | `1080 nW/µm²` |
| Chip area | `13,300 µm²` |
| Grt ovf | `0` |
| Ys cells | `approximately 460` |
| Dpl hpwl | `9200 µm` |
| Int Pwr | `6.57 mW` |
| Num CTS Buffers | `17` |
| CP Class | `in -> reg` |
| OpenROAD warning count | `25` |
| GP Congestion | `0.874` |
| Fin. max-slew vios | `0` |
| Ant diodes | `0` |
| Reg2Reg Depth | `4` |
| Post-synth seq share | `0.560` |
| Row cnt | `41` |
| Clock Power Share | `0.379` |
| Power share of the combinational group | `0.166` |
| Startpoint Class | `input port` |
| Total number of vias | `3,990` |
| Reg-to-reg setup timing slack | `around 840 ps` |
| Reg2reg start | `Memory[4][8]` |
| Hold WC Path Type | `reg -> reg` |
| Comb area | `2680 µm²` |
| Yosys Chip Area | `6430 µm²` |
| Number of synthesized register bits | `144` |
| Maximum vdd drop | `811 µV` |
-- flip-flops by register name, indices dropped and copies added, names as in the netlist --
signal / cells
RdData: 16
Memory: 128
-- worst min path at each step --
stage	end	start	slack, ps	depth (start not counted)
CTS	RdData[8]	RdData[8]	480	2
global route	RdData[8]	RdData[8]	500	2
finish	RdData[5]	RdData[5]	480	2
-- cells in the mapped netlist --
master | n | area (µm²)
mux2i_1 | 48 | 480
a21oi_1 | 4 | 20.0
buf_2 | 14 | 70.1
buf_4 | 4 | 30.0
nand3_2 | 1 | 10.0
mux2_2 | 118 | 1330
nand2_2 | 1 | 6.26
nor2_1 | 5 | 18.8
nand3b_4 | 1 | 20.0
buf_6 | 1 | 11.3
o22ai_1 | 28 | 175
inv_1 | 1 | 3.75
o21ai_0 | 12 | 60.1
nand3b_2 | 2 | 22.5
nor2_2 | 3 | 18.8
mux2_4 | 10 | 150
a2bb2oi_1 | 4 | 35.0
nand2b_1 | 4 | 25.0
or3_1 | 1 | 6.26
dfrtp_1 | 144 | 3600
nand2_1 | 19 | 71.3
buf_1 | 3 | 11.3
nor3b_1 | 12 | 90.1
nor3b_4 | 1 | 18.8
o31ai_1 | 4 | 30.0
a211oi_1 | 12 | 90.1
clkbuf_1 | 7 | 26.3
-- metal layers --
| layer | GRT usage | up-vias | wire length (µm) |
|---|---|---|---|
| li1 | - | 1863 | - |
| met1 | 0.402 | 2059 | 6840 |
| met2 | 0.350 | 63 | 6330 |
| met3 | 0.0591 | 5 | 680 |
| met4 | 0.0208 | 0 | 93 |
| met5 | 0 | - | 0 |
-- worst max-delay path: stages --
cell and delay, ps:
clkdlybuf4s50_1 460, buf_4 200, nand2b_1 230, buf_4 200
a2bb2oi_1 170, a21oi_1 100, o31ai_1 260
-- through the flow --
step                cells  cell area, µm²  utilization  total power [mW]  hold WS (ps)
finish                726            7980        0.635              8.59           476
global route          726            7980        0.635              9.01           500
CTS                   726            7980        0.635              8.67           481
detailed placement    692            7330        0.583              5.39           331
global placement      692            7330        0.583              5.34           329
floorplan             464            6430            -              4.81           104
-- power by group through the flow --
stage / registers [mW] / clock network, mW / logic [mW]
CTS: 3.91 / 3.30 / 1.45
global route: 3.99 / 3.43 / 1.59
finish: 3.91 / 3.25 / 1.43
-- what timing repair did --
action | in CTS | in global routing
hold buffers | 2 | 0
resized | 0 | 0
endpoints found under the hold margin | 35 | 0
-- cell type report --
cell class | instances | share of cell area
flip-flops and latches | 144 | 0.452
multi-input cells | 290 | 0.336
clock inverters | 9 | 0.0163
clock buffers | 23 | 0.0612
inverters | 1 | 0.000471
repair buffers | 87 | 0.108
well taps | 172 | 0.0270
-- cells by family after synthesis --
logic type / count (synthesis) / share of synthesized area
AND-OR/OR-AND: 64 / 0.0638
buffers and inverters: 30 / 0.0237
flip-flops: 144 / 0.560
multiplexers: 176 / 0.305
AND/OR/NAND/NOR: 50 / 0.0478
Power and IR drop assume default switching activity.
