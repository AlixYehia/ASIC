<file path="./design.v">
module ALU_TOP #(parameter OP_WIDTH = 16)
(
	input 	[OP_WIDTH-1:0]			A,
	input	[OP_WIDTH-1:0]			B,
	input	[3:0]					ALU_FUN,
	input 							CLK,
	input							RST,
	output 	[(OP_WIDTH*2)-1:0]		Arith_OUT,
	output  						Arith_Flag,
	output 	[OP_WIDTH-1:0]			Logic_OUT,
	output  						Logic_Flag,
	output 	[OP_WIDTH-1:0]			CMP_OUT,
	output  						CMP_Flag,
	output 	[OP_WIDTH-1:0]			SHIFT_OUT,
	output  						SHIFT_Flag
	);
	wire 	Arith_Enable, Logic_Enable, CMP_Enable, Shift_Enable;
Decoder U0_Decoder (
	.ALU_FUN(ALU_FUN[3:2]),
	.Arith_Enable(Arith_Enable),
	.Logic_Enable(Logic_Enable),
	.CMP_Enable(CMP_Enable),
	.Shift_Enable(Shift_Enable)
	);
ARITHMETIC_UNIT #(.WIDTH(OP_WIDTH)) U0_ARITHMETIC_UNIT (
	.A(A),
	.B(B),
	.ALU_FUN(ALU_FUN[1:0]),
	.CLK(CLK),
	.RST(RST),
	.Arith_Enable(Arith_Enable),
	.Arith_OUT(Arith_OUT),
	.Arith_Flag(Arith_Flag)
	);
LOGIC_UNIT #(.WIDTH(OP_WIDTH)) U0_LOGIC_UNIT (
	.A(A),
	.B(B),
	.ALU_FUN(ALU_FUN[1:0]),
	.CLK(CLK),
	.RST(RST),
	.Logic_Enable(Logic_Enable),
	.Logic_OUT(Logic_OUT),
	.Logic_Flag(Logic_Flag)
	);
CMP_UNIT #(.WIDTH(OP_WIDTH)) U0_CMP_UNIT (
	.A(A),
	.B(B),
	.ALU_FUN(ALU_FUN[1:0]),
	.CLK(CLK),
	.RST(RST),
	.CMP_Enable(CMP_Enable),
	.CMP_OUT(CMP_OUT),
	.CMP_Flag(CMP_Flag)
	);
SHIFT_UNIT #(.WIDTH(OP_WIDTH)) U0_SHIFT_UNIT (
	.A(A),
	.B(B),
	.ALU_FUN(ALU_FUN[1:0]),
	.CLK(CLK),
	.RST(RST),
	.Shift_Enable(Shift_Enable),
	.SHIFT_OUT(SHIFT_OUT),
	.SHIFT_Flag(SHIFT_Flag)
	);
endmodule
module ARITHMETIC_UNIT #(parameter WIDTH = 16) 
(
	input 	wire 	signed		[WIDTH-1:0]			A,
	input 	wire	signed		[WIDTH-1:0] 		B,
	input 	wire				[1:0]				ALU_FUN,
	input 	wire									CLK,
	input 	wire									Arith_Enable,
	input   wire 									RST,
	output	reg		signed		[(WIDTH*2)-1:0]		Arith_OUT,
	output 	reg										Arith_Flag
	);
	reg 	signed 	[WIDTH-1:0] 	Arith_OUT_Comb;
	reg 							Arith_Flag_Comb;
always@(posedge CLK or negedge RST)
 begin
 	if (!RST) 
 	 begin
 		Arith_OUT  <= 'b0;
	 	Arith_Flag <= 1'b0;	
 	 end
 	else 
 	 begin
	 	Arith_OUT  <= Arith_OUT_Comb;
	 	Arith_Flag <= Arith_Flag_Comb;
 	  end
 end
 always@(*)
  begin
	if (Arith_Enable)
	 begin
	 	case (ALU_FUN)
	 	2'b00 : begin
	 		Arith_OUT_Comb  = A + B;
	 		Arith_Flag_Comb = 1'b1;
	 	end
	 	2'b01 : begin
	 		Arith_OUT_Comb  = A - B;
	 		Arith_Flag_Comb = 1'b1;
	 	end
	 	2'b10 : begin
	 		Arith_OUT_Comb  = A * B;
	 		Arith_Flag_Comb = 1'b1;
	 	end
	 	2'b11 : begin
	 		Arith_OUT_Comb  = A / B;
	 		Arith_Flag_Comb = 1'b1;
	 	end
	 	endcase
	 end
	else
	 begin
	 	Arith_OUT_Comb  = 'b0; 
	 	Arith_Flag_Comb = 1'b0;
	 end
  end
  endmodule
module CMP_UNIT #(parameter WIDTH = 16)
(
	input 	wire 			[WIDTH-1:0]			A,
	input 	wire			[WIDTH-1:0] 		B,
	input 	wire			[1:0]				ALU_FUN,
	input 	wire								CLK,
	input 	wire								CMP_Enable,
	input   wire 								RST,
	output	reg				[WIDTH-1:0]			CMP_OUT,
	output 	reg									CMP_Flag
	);
	reg 	[WIDTH-1:0]		CMP_OUT_Comb;
	reg 					CMP_Flag_Comb;
always@(posedge CLK or negedge RST)
 begin
 	if (!RST)
 	 begin
 	 	CMP_OUT  <= 'b0;
 	 	CMP_Flag <= 1'b0;
 	 end
 	else
 	 begin
 	 	CMP_OUT  <= CMP_OUT_Comb;
 	 	CMP_Flag <= CMP_Flag_Comb;
 	 end
 end
always@(*)
 begin
 	if (CMP_Enable)
 	 begin
 	 	case (ALU_FUN)
 	 	2'b00 : begin
 	 				CMP_OUT_Comb  = 'b0;
 	 				CMP_Flag_Comb = 1'b1;
 	 			end
 	 	2'b01 : begin
		 	 		if (A == B)
		 	 		 begin
		 	 		 	CMP_OUT_Comb = 'd1;
		 	 		 end
		 	 		else
		 	 		 begin
		 	 		 	CMP_OUT_Comb = 'b0;
		 	 		 end
 	 				CMP_Flag_Comb = 1'b1;
 	 			end
 		2'b10 : begin
		 	 		if (A > B)
		 	 		 begin
		 	 		 	CMP_OUT_Comb = 'd2;
		 	 		 end
		 	 		else
		 	 		 begin
		 	 		 	CMP_OUT_Comb = 'b0;
		 	 		 end
 	 				CMP_Flag_Comb = 1'b1;
 	 			end
 	  	2'b11 : begin
		 	 		if (A < B)
		 	 		 begin
		 	 		 	CMP_OUT_Comb = 'd3;
		 	 		 end
		 	 		else
		 	 		 begin
		 	 		 	CMP_OUT_Comb = 'b0;
		 	 		 end
 	 				CMP_Flag_Comb = 1'b1;
 	 			end
 	 	endcase
 	 end
 	else
 	 begin
 	 	CMP_OUT_Comb  = 'b0;
 	 	CMP_Flag_Comb = 1'b0;
 	 end
 end
endmodule
module Decoder (
	input 	wire	[3:2]	ALU_FUN,
	output  reg 			Arith_Enable,
	output 	reg 			Logic_Enable,
	output 	reg				CMP_Enable,
	output 	reg 			Shift_Enable
	);
reg [3:0] block_enable; 
always@(*)
 begin
 	case (ALU_FUN)
 	2'b00 : begin
 		block_enable = 4'b1000;
 	end
 	2'b01 : begin
 		block_enable = 4'b0100;
 	end
 	2'b10 : begin
 		block_enable = 4'b0010;
 	end
 	2'b11 : begin
 		block_enable = 4'b0001;
 	end
 	endcase
 end
always@(*)
 begin
 	Arith_Enable = block_enable[3];
 	Logic_Enable = block_enable[2];
 	CMP_Enable   = block_enable[1];
 	Shift_Enable = block_enable[0];
 end
endmodule
module LOGIC_UNIT #(parameter WIDTH = 16)
(
	input 	wire 			[WIDTH-1:0]			A,
	input 	wire			[WIDTH-1:0] 		B,
	input 	wire			[1:0]				ALU_FUN,
	input 	wire								CLK,
	input 	wire								Logic_Enable,
	input   wire 								RST,
	output	reg				[WIDTH-1:0]			Logic_OUT,
	output 	reg									Logic_Flag
	);
	reg 	[WIDTH-1:0]		Logic_OUT_Comb;
	reg 					Logic_Flag_Comb;
always@(posedge CLK or negedge RST)
 begin
 	if (!RST)
 	 begin
 	 	Logic_OUT  <= 'b0;
 	 	Logic_Flag <= 1'b0;
 	 end
 	else
 	 begin
 	 	Logic_OUT  <= Logic_OUT_Comb;
 	 	Logic_Flag <= Logic_Flag_Comb;
 	 end
 end
always@(*)
 begin
 	if (Logic_Enable)
 	 begin
 	 	case (ALU_FUN)
 	 	2'b00 : begin
 	 				Logic_OUT_Comb  = A & B;
 	 				Logic_Flag_Comb = 1'b1;
 	 			end
 	 	2'b01 : begin
 	 				Logic_OUT_Comb  = A | B;
 	 				Logic_Flag_Comb = 1'b1;
 	 			end
 		2'b10 : begin
		 	 		Logic_OUT_Comb  = ~(A & B);
		 	 		Logic_Flag_Comb = 1'b1;
		 	 	end
 	  	2'b11 : begin
		 	 		Logic_OUT_Comb  = ~(A | B);
		 	 		Logic_Flag_Comb = 1'b1;
		 	 	end
 	 	endcase
 	 end
 	else
 	 begin
 	 	Logic_OUT_Comb  = 'b0;
 	 	Logic_Flag_Comb = 1'b0;
 	 end
 end
endmodule
module SHIFT_UNIT #(parameter WIDTH = 16)
(
	input 	wire 			[WIDTH-1:0]			A,
	input 	wire			[WIDTH-1:0] 		B,
	input 	wire			[1:0]				ALU_FUN,
	input 	wire								CLK,
	input 	wire								Shift_Enable,
	input   wire 								RST,
	output	reg				[WIDTH-1:0]			SHIFT_OUT,
	output 	reg									SHIFT_Flag
	);
always@(posedge CLK or negedge RST)
 begin
 	if (!RST)
 	 begin
 	 	SHIFT_OUT  <= 'b0;
 	 	SHIFT_Flag <= 1'b0;
 	 end
 	else
 	 begin
		if (Shift_Enable)
		 begin
			case (ALU_FUN)
			2'b00 : begin
						SHIFT_OUT  <= A >> 1;
						SHIFT_Flag <= 1'b1;
					end
			2'b01 : begin
						SHIFT_OUT  <= A << 1;
						SHIFT_Flag <= 1'b1;
					end
			2'b10 : begin
						SHIFT_OUT  <= B >> 1;
						SHIFT_Flag <= 1'b1;
					end
			2'b11 : begin
						SHIFT_OUT  <= B << 1;
						SHIFT_Flag <= 1'b1;
					end
			endcase
		 end
		else
		 begin
			SHIFT_OUT <= 'b0;
			SHIFT_Flag <= 1'b0;
		 end
 	 end
 end
endmodule
</file>
<file path="./run.sh">
#!/bin/bash
# OpenROAD 26Q1-2900-gdf79404cd8, Yosys 0.63+post, stock flow scripts
make -C /OpenROAD-flow-scripts/flow DESIGN_CONFIG=/design/flow/config.mk WORK_HOME=/design/flow/orfs finish
</file>
<file path="./config.mk">
export PLATFORM = sky130hd
export DESIGN_NAME = ALU_TOP
export DESIGN_NICKNAME = ALU_TOP
export VERILOG_FILES = /design/flow/design.v
export SDC_FILE = /design/flow/constraint.sdc
export NUM_CORES = 4
export LEC_CHECK = 1
export CORE_UTILIZATION = 30
</file>
<file path="./constraint.sdc">
current_design ALU_TOP

set clk_period 1.0
set clk_io_pct 0.2

create_clock -name clk0 -period $clk_period [get_ports {CLK}]

set non_clock_inputs [all_inputs -no_clocks]
set_input_delay [expr $clk_period * $clk_io_pct] -clock clk0 $non_clock_inputs
set_output_delay [expr $clk_period * $clk_io_pct] -clock clk0 [all_outputs]
</file>
==> flow_metrics.py <==
# Physical implementation metrics
metrics = {
    "die": {
        "floorplan.rows": 86,
        "dieWidth_um": 239,
        "core_util_floorplan": 0.304,
        "floorplan.io_pins": 122,
        "die.size.y_um": 239,
    },
    "logic_synthesis": {
        "synth_async_sr_flop_share": 1.00,
        "yosys-stat-area_um2": 16800,
        "ys.warnings.count": 5,
        "yosys.cell_types.count": 93,
        "synth_cell_area_um2": 16800,
        "post_synth_edffs": 0,
        "synth-cells-yosys": 2187,
        "synthCells": 2187,
        "synthFlopType": "dfrtp_1",
        "synth_area_leader_cell": "ha_1",
        "synth.yosys.seq_area_share": 0.0804,
        "yosys-top-cells-area": "ha_1 18%, fa_1 9.6%, dfrtp_1 8.0%, xnor2_1 6.8%, nor2_1 5.6%",
        "synth_area_per_cell_um2": 7.68,
        "netlist.area_leader.share": 0.185,
        "synth-seq-cells": 54,
    },
    "timing": {
        "postGrtWorstEndpoint": "U0_ARITHMETIC_UNIT.Arith_OUT[8]$_DFF_PN0_/D",
        "timing.repair.worst_endpoint_type": "register data pin",
    },
    "run_status": {
        "run_status": "did not finish",
        "failed_stage": "5_1_grt",
        "error": "[ERROR GRT-0116] Global routing finished with congestion. Check the congestion regions in the DRC Viewer.",
    },
    "cts": {
        "htreeDepth": 2,
        "cell_at_the_root_of_the_clock_tree": "clkbuf_16",
        "cts_inserted_buffers": 5,
        "number_of_sinks_driven_by_the_clock_tree": 54,
        "max-clock-path-buffers": 2,
    },
    "placement": {
        "buffer_ports.inserted": 107,
        "globalplace.congestion": 1.07,
        "hpwl_mm": 58.6,
    },
    "global_route": {
        "grt_max_degree": 55,
    },
}
==> metrics by stage <==
step	setup WS (ns)	cell area (um2)	instances
2_1_floorplan	-25.87	18400	2200
4_1_cts	-25.01	28800	3924
3_3_place_gp	-26.70	25100	3692
3_5_place_dp	-27.22	25100	3692
==> logic make-up after synthesis <==
logic type / share of synthesized area
compound gates: 0.208
xor+xnor: 0.0969
fa+ha+maj: 0.281
buf+inv: 0.0809
flops: 0.0804
mux: 0.0567
other cells: 0.000223
simple gates: 0.196
==> timing repair <==
item | in CTS
endpoints found under the setup margin | 120
cloned | 3
pin swaps | 199
resized | 681
setup buffers | 229
endpoints found under the hold margin | 54
==> cells in the mapped netlist (9+ instances only) <==
cell	n
nand3_1	40
o21ai_0	90
a21oi_1	134
or2_2	19
xnor2_1	130
a21o_1	36
buf_4	30
mux4_2	15
mux2i_1	19
dfrtp_1	54
o22ai_1	9
a211oi_1	17
nand4_1	17
fa_1	81
o21a_1	38
nand2_1	197
xor2_1	56
nand2b_1	17
nor4_1	16
a31oi_1	27
o211ai_1	17
nor3_1	54
mux2_2	31
nor2b_1	29
o41ai_1	9
or3_1	18
clkbuf_1	73
o21bai_1	14
a2111oi_0	13
and3_1	13
inv_1	189
nor2_1	249
o31ai_1	27
buf_1	10
ha_1	248
