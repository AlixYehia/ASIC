==> flow/design.v <==
module UART_RX (
	input	wire			CLK,
	input	wire			RST,
	input	wire			RX_IN,
	input	wire	[5:0]	Prescale,
	input	wire			PAR_EN,
	input	wire			PAR_TYP,
	output	wire			data_valid,
	output	wire	[7:0]	P_DATA,
	output	wire			parity_error,
	output	wire			framing_error
	);
wire			dat_samp_en;
wire	[4:0]	edge_cnt;
wire	[3:0]	bit_cnt;
wire			enable;
wire			deser_en;
wire			par_chk_en;
wire			strt_chk_en;
wire			strt_glitch;
wire			stp_chk_en;
wire			sampled_bit;
UART_RX_FSM U0_FSM (
	.CLK(CLK),
	.RST(RST),
	.RX_IN(RX_IN),
	.PAR_EN(PAR_EN),
	.Prescale(Prescale),
	.dat_samp_en(dat_samp_en),
	.edge_cnt(edge_cnt),
	.bit_cnt(bit_cnt),
	.enable(enable),
	.deser_en(deser_en),
	.par_chk_en(par_chk_en),
	.par_err(parity_error),
	.strt_chk_en(strt_chk_en),
	.strt_glitch(strt_glitch),
	.stp_chk_en(stp_chk_en),
	.stp_err(framing_error),
	.data_valid(data_valid)
	);
UART_RX_edge_bit_counter U0_edge_bit_counter (
	.CLK(CLK),
	.RST(RST),
	.Prescale(Prescale),
	.PAR_EN(PAR_EN),
	.enable(enable),
	.bit_cnt(bit_cnt),
	.edge_cnt(edge_cnt)
	);
UART_RX_data_sampling U0_data_sampling (
	.CLK(CLK),
	.RST(RST),
	.RX_IN(RX_IN),
	.Prescale(Prescale),
	.dat_samp_en(dat_samp_en),
	.edge_cnt(edge_cnt),
	.sampled_bit(sampled_bit)
	);
UART_RX_deserializer U0_deserializer (
	.CLK(CLK),
	.RST(RST),
	.bit_cnt(bit_cnt),
	.deser_en(deser_en),
	.sampled_bit(sampled_bit),
	.P_DATA(P_DATA)
	);
UART_RX_parity_check U0_parity_check (
	.CLK(CLK),
	.RST(RST),
	.RX_IN(RX_IN),
	.P_DATA(P_DATA),
	.PAR_TYP(PAR_TYP),
	.Prescale(Prescale),
	.edge_cnt(edge_cnt),
	.bit_cnt(bit_cnt),
	.par_chk_en(par_chk_en),
	.par_err(parity_error),
	.sampled_bit(sampled_bit)
	);
UART_RX_strt_check U0_strt_check (
	.CLK(CLK),
	.RST(RST),
	.Prescale(Prescale),
	.edge_cnt(edge_cnt),
	.bit_cnt(bit_cnt),
	.strt_chk_en(strt_chk_en),
	.strt_glitch(strt_glitch),
	.sampled_bit(sampled_bit)
	);
UART_RX_stop_check U0_stop_check (
	.CLK(CLK),
	.RST(RST),
	.Prescale(Prescale),
	.edge_cnt(edge_cnt),
	.stp_chk_en(stp_chk_en),
	.stp_err(framing_error),
	.sampled_bit(sampled_bit)
	);
endmodule
module UART_RX_FSM (
	input	wire				CLK,
	input	wire				RST,
	input 	wire                RX_IN,
	input 	wire 				PAR_EN,
	input	wire	[5:0]		Prescale,
	input	wire 	[4:0]		edge_cnt,
	input 	wire 	[3:0]		bit_cnt,
	input 	wire 				par_err,
	input 	wire				strt_glitch,
	input	wire				stp_err,
	output 	reg					dat_samp_en,
	output	reg					enable,
	output 	reg					deser_en,
	output	reg					stp_chk_en,
	output	reg 				strt_chk_en,
	output	reg					par_chk_en,
	output	reg					data_valid
	);
typedef enum bit [2:0] {
		IDLE        = 3'b000,
		START       = 3'b001,
		DATA        = 3'b011,
		PARITY      = 3'b010,
		STOP        = 3'b110,
		VALID_CHECK = 3'b111
} state;						
state 	current_state, next_state;
always@(posedge CLK or negedge RST) 
 begin
	if (!RST) 
	 begin
	  current_state = IDLE;		
	 end
	else 
	 begin
	  current_state = next_state;
	 end
 end
always@(*)
 begin
	dat_samp_en = 1'b0;
	enable      = 1'b0;
	deser_en    = 1'b0;
	stp_chk_en  = 1'b0;
	strt_chk_en = 1'b0;
	par_chk_en  = 1'b0;
	data_valid  = 1'b0;
 	case (current_state)
 	 IDLE : begin
 	 		 if (RX_IN == 1'b0)
 	 		  begin
 	 		   next_state = START;
 	 		   strt_chk_en = 1'b1;
 	 		  end
 	 		 else 
 	 		  begin
 	 		   next_state = IDLE;
 	 		  end
 	 		end 
 	 START : begin
 	 		  if (strt_glitch)
 	 		   begin
 	 		   	next_state = IDLE;
 	 		   end
 	 		  else if (bit_cnt == 0 && edge_cnt != (Prescale-1))
 	 		   begin
 	 		   	next_state = START;
 	 		   	strt_chk_en = 1'b1;
 	 		    dat_samp_en = 1'b1;
 	 		    enable = 1'b1;
 	 		   end
 	 		  else 
 	 		   begin
 	 		    next_state = DATA;
 	 		    deser_en = 1'b1;
 	 		    dat_samp_en = 1'b1;
 	 		    enable = 1'b1;
 	 		   end
 	 		 end
 	 DATA : begin
 	 		 if (bit_cnt == 8 && edge_cnt == (Prescale-1))
 	 		  begin
	 	 		 if (PAR_EN)
	 	 		  begin 	 		  	
	 		  	 	next_state = PARITY;
	 		  	 	par_chk_en = 1'b1;
	 		  	 	dat_samp_en = 1'b1;
	 		   		enable = 1'b1;
	 	 		  end
	 		  	 else 
	 		  	  begin
	 		  		next_state = STOP;
	 		  		stp_chk_en = 1'b1;
	 		   	    dat_samp_en = 1'b1;
	 		        enable = 1'b1;
	 		  	  end
	 		   end
	 		  else
	 		   begin
	 		   	next_state = DATA;
 	 		    deser_en = 1'b1;
 	 		    dat_samp_en = 1'b1;
 	 		    enable = 1'b1;
	 		   end
 	 		end
 	 PARITY : begin
 	 		   if (bit_cnt == 9 && edge_cnt == (Prescale-1))
 	 			begin
 	 			 next_state = STOP;
 	 		  	 dat_samp_en = 1'b1;
 	 		     enable = 1'b1;
 	 		     stp_chk_en = 1'b1;
 	 			end
 	 		   else
 	 			begin
 	 			 next_state = PARITY;
 	 		  	 dat_samp_en = 1'b1;
 	 		     enable = 1'b1;
 	 		     par_chk_en = 1'b1;
 	 			end
 	 		  end
 	 STOP : begin
			  	case (PAR_EN)
			 	1'b0 : begin
	 		 		if (bit_cnt == 9 && edge_cnt == (Prescale-2))
	 		 		 begin
	 		 		   next_state = VALID_CHECK;
	 		 		   dat_samp_en = 1'b1;
	 		    	   enable = 1'b1;
	 		    	 end
	 		 		else
	 		 		 begin
	 		 		   next_state = STOP;
	 		 		   stp_chk_en = 1'b1;
	 		 		   dat_samp_en = 1'b1;
	 		    	   enable = 1'b1;
	 		 		 end
			 		   end
			 	1'b1 : begin
	 		 		if (bit_cnt == 10 && edge_cnt == (Prescale-2))
	 		 		 begin
	 		 		   next_state = VALID_CHECK;
	 		 		   dat_samp_en = 1'b1;
	 		    	   enable = 1'b1;
	 		 		 end
	 		 		else
	 		 		 begin
	 		 		   next_state = STOP;
	 		 		   stp_chk_en = 1'b1;
	 		 		   dat_samp_en = 1'b1;
	 		    	   enable = 1'b1;
	 		 		 end
			 		   end	
	 	        endcase	
 	 		end
 	 VALID_CHECK : begin
 	 				if (RX_IN == 1'b0)
		 	 		 begin
		 	 		  next_state = START;
		 	 		  strt_chk_en = 1'b1;
		 	 		 end
		 	 		else 
		 	 		 begin
		 	 		  next_state = IDLE;
		 	 		 end
 	 				if (par_err == 0 && stp_err == 0)
 	 				 begin
 	 				  data_valid = 1'b1;
 	 				 end
 	 				else
 	 				 begin
 	 				  data_valid = 1'b0;
 	 				 end
 	 			   end
 	 default : begin
 	 			next_state = IDLE;
 	 		   end
 	endcase
 end
endmodule
module UART_RX_data_sampling (
	input 	wire			CLK,
	input	wire			RST,
	input	wire			RX_IN,
	input 	wire 	[5:0]	Prescale,
	input	wire			dat_samp_en,
	input	wire	[4:0]	edge_cnt,
	output 	reg				sampled_bit
	);
reg 	[2:0]	sampled_data;
always @(posedge CLK or negedge RST) begin
	if (!RST) 
	 begin
		sampled_bit <= 1'b0;	
	 end
	else if (dat_samp_en) 
	 begin
		if (edge_cnt == ((Prescale-1)/2)-1)
		 begin
		  sampled_data[0] <= RX_IN;
		 end
		else if(edge_cnt == ((Prescale-1)/2))
		 begin
		 	sampled_data[1] <= RX_IN;
		 end
		else if (edge_cnt == ((Prescale-1)/2)+1)
		 begin
		 	sampled_data[2] <= RX_IN; 
		 end
		else if (edge_cnt == ((Prescale-1)/2)+2)
		 begin
		   if (sampled_data[0] == sampled_data[1] || sampled_data[0] == sampled_data[2])
			begin
			   sampled_bit <= sampled_data[0];
			end
		   else if (sampled_data[1] == sampled_data[0] || sampled_data[1] == sampled_data[2])
			begin
			   sampled_bit <= sampled_data[1];
			end
		   else
			begin
			   sampled_bit <= sampled_data[2];
			end
		 end
	 end
end
endmodule
module UART_RX_deserializer (
	input	wire				CLK,
	input 	wire				RST,
	input 	wire	[3:0]		bit_cnt,
	input 	wire 				deser_en,
	input	wire				sampled_bit,
	output	reg		[7:0]		P_DATA
	);
always@(posedge CLK or negedge RST)
 begin
  if (!RST)
   begin
   	P_DATA <= 8'b0;
   end
  else if (deser_en)
   begin
   	case (bit_cnt)
   	4'd1 : begin
   		    P_DATA[0] <= sampled_bit;
   		   end
   	4'd2 : begin
   		    P_DATA[1] <= sampled_bit;
   		   end
   	4'd3 : begin
   		    P_DATA[2] <= sampled_bit;
   		   end
   	4'd4 : begin
   		    P_DATA[3] <= sampled_bit;
   		   end   
    4'd5 : begin
   		    P_DATA[4] <= sampled_bit;
   		   end   
    4'd6 : begin
   		    P_DATA[5] <= sampled_bit;
   		   end   
    4'd7 : begin
   		    P_DATA[6] <= sampled_bit;
   		   end   
    4'd8 : begin
   		    P_DATA[7] <= sampled_bit;
   		   end   
    default : begin
    	       P_DATA <= 8'b0;
    	      end
    endcase
   end
 end
endmodule
module UART_RX_edge_bit_counter (
	input 	wire				CLK,
	input 	wire 				RST,
	input	wire	[5:0]		Prescale,
	input 	wire 				PAR_EN,
	input 	wire 				enable,
	output 	reg 	[3:0]		bit_cnt,
	output 	reg 	[4:0]		edge_cnt	
	);
reg [3:0]	frame_size;
always@(posedge CLK or negedge RST)
 begin
 	if (!RST)
 	 begin
 	 	bit_cnt <= 4'b0;
 	 	edge_cnt <= 5'b0;
 	 end
 	else if (enable)
 	 begin
 	 	edge_cnt <= edge_cnt + 1'b1;
 	 	if (edge_cnt == Prescale-1)
 	 	 begin
 	 	 	bit_cnt <= bit_cnt + 1'b1;
 	 	 	edge_cnt <= 'b0;
 	 	 end
 	 end
 	else 
 	 begin
 	 	edge_cnt <= 'b0;
 	 	bit_cnt <= 'b0;	
 	 end
 end
endmodule
module UART_RX_parity_check (
	input	wire				CLK,
	input	wire				RST,
	input	wire				RX_IN,
	input 	wire 			PAR_TYP,
	input	wire		[5:0]	Prescale,
	input	wire		[4:0]	edge_cnt,
	input	wire		[3:0]	bit_cnt,	
	input	wire				par_chk_en,
	input	wire				sampled_bit,
	input 	wire		[7:0]	P_DATA,
	output	reg				par_err
	);
reg		parity;
always@(posedge CLK or negedge RST)
 begin
 	if (!RST)
 	 begin
 	 	par_err <= 1'b0;
 	 	parity <= 1'b0;
 	 end
 	else if (par_chk_en)
 	 begin
 	  case (PAR_TYP)
 	  1'b0 : begin
 	  		  parity <= ^P_DATA;
 	  	     end
 	  1'b1 : begin
 	  		  parity <= ~^P_DATA;
 	  	     end
 	  endcase
       if (sampled_bit != parity && bit_cnt == 9 && edge_cnt == (Prescale-2))
        begin
       	 par_err <= 1'b1;
        end
       else
        begin
       	 par_err <= 1'b0;
        end
 	 end
 end
endmodule
module UART_RX_stop_check (
	input 	wire			CLK,
	input	wire			RST,
	input	wire	[5:0]	Prescale,
	input	wire	[4:0]	edge_cnt,	
	input	wire			stp_chk_en,
	input	wire			sampled_bit,
	output 	reg				stp_err
	);
always@(posedge CLK or negedge RST)
 begin
 	if (!RST)
 	 begin
 	  stp_err <= 1'b0;
 	 end
 	else if (stp_chk_en)
 	 begin
 	  if (sampled_bit != 1'b1 && edge_cnt == (Prescale-2))
 	   begin
 	   	stp_err <= 1'b1;
 	   end
 	  else
 	   begin
 	   	stp_err <= 1'b0;
 	   end
 	 end
 end
endmodule
module UART_RX_strt_check (
	input 	wire		 	CLK,
	input	wire		 	RST,
	input	wire		 	strt_chk_en,
	input	wire	[5:0]	Prescale,
	input	wire	[4:0]	edge_cnt,
	input	wire	[3:0]	bit_cnt,
	input	wire		 	sampled_bit,
	output 	reg			 	strt_glitch
	);
always@(posedge CLK or negedge RST)
 begin
 	if (!RST)
 	 begin
 	  strt_glitch <= 1'b0;
 	 end
 	else if (strt_chk_en)
 	 begin
 	  if (sampled_bit != 1'b0 && bit_cnt == 0 && edge_cnt == (Prescale-2))
 	   begin
 	   	strt_glitch <= 1'b1;
 	   end
 	  else
 	   begin
 	   	strt_glitch <= 1'b0;
 	   end
 	 end
 end
endmodule
==> flow/run.sh <==
#!/bin/bash
# OpenROAD 26Q1-2900-gdf79404cd8, Yosys 0.63+post, stock flow scripts
make -C /OpenROAD-flow-scripts/flow DESIGN_CONFIG=/design/flow/config.mk WORK_HOME=/design/flow/orfs finish
==> flow/config.mk <==
export PLATFORM = sky130hd
export DESIGN_NAME = UART_RX
export DESIGN_NICKNAME = UART_RX
export VERILOG_FILES = /design/flow/design.v
export SDC_FILE = /design/flow/constraint.sdc
export NUM_CORES = 4
export LEC_CHECK = 1
export CORE_UTILIZATION = 30
==> flow/constraint.sdc <==
current_design UART_RX

set clk_period 3.4
set clk_io_pct 0.2

create_clock -name clk0 -period $clk_period [get_ports {CLK}]

set non_clock_inputs [all_inputs -no_clocks]
set_input_delay [expr $clk_period * $clk_io_pct] -clock clk0 $non_clock_inputs
set_output_delay [expr $clk_period * $clk_io_pct] -clock clk0 [all_outputs]
==> impl_metrics.json <==
{
  "synthCells": 345,
  "ir_worst_vdd_uv": 208.6,
  "cts_buffer_depth": 2,
  "grt_remaining_overflow": 0,
  "numPlacedInstances": 533,
  "post_drt_via_cell_ratio": 4.836,
  "fin_total_pwr_mw": 2.099,
  "clock_sinks": 31,
  "grt-busiest-layer": "met1",
  "setup_viol": 0,
  "grt_use_total_pct": 14.16,
  "cts_buffers": 5,
  "grt_use_met2_pct": 21.18,
  "hold_viol": 0,
  "yosys_area_um2": 3063,
  "synth-edff-count": 3,
  "largest_net_degree_at_the_start_of_global_routing": 30,
  "chipArea_um2": 10620,
  "fin_area_um2": 4098,
  "crit_path_max_fanout": 8,
  "post-route-period-util_pct": 97.31,
  "power_per_cell_area_nw_per_um2": 512.3,
  "register_clock_pin_slew_on_the_reported_worst_setup_and_hold_paths_ns": 0.07,
  "timing.setup.tns_ns": 0,
  "lay_top_cells": "buf_4 (57), nor2_1 (29), ha_1 (29)",
  "postSynthRegisterBits": 31,
  "yosysUniqueCellTypes": 67,
  "detail_route.iter0.violations": 71,
  "syn2layout_area_growth_pct": 33.78,
  "groute.layer.met1.usage_pct": 22.61,
  "tally_of_buffers_added_on_design_ports": 21,
  "fillers": 948,
  "core_um2": 9819,
  "timing.critical_path.from_type": "input port",
  "final.min_clock_period_ns": 3.308,
  "core_utilization_at_floorplan_pct": 31.19,
  "tightest_slew_ns": 0.5278,
  "final_layout_top_logic_cell": "buf_4",
  "hpwlAfterDp_mm": 5.416,
  "data_arrival_at_the_endpoint_of_the_critical_path_ns": 3.48,
  "r2r_setup_slack_ns": 1.19,
  "clock_latency_ns": 0.28,
  "final_cells": 548,
  "layout-drive-gt1-share_pct": 25.54,
  "r2r_end": "U0_strt_check.strt_glitch",
  "slew_headroom_pct": 64.68,
  "timing.clock.skew_ns": 0.004205,
  "gp_congestion": 0.8589,
  "totalWireLength_mm": 7.115,
  "tritoncts": "yes",
  "synthesis.area_per_instance_um2": 8.878,
  "timing.fmax_mhz": 302.3,
  "grt_pass1_wl_mm": 11.69,
  "setup_ws_ns": 0.09160,
  "setup_repair_after_global_routing_missed_its_margin": "yes",
  "async_reset_ff_share_pct": 90.32,
  "critical_path.endpoint_type": "register",
  "power.static_leakage_nw": 1.818,
  "startpoint": "Prescale[2]",
  "number_of_global_route_vias_before_repair": 2412,
  "placedInstanceArea_um2": 3839,
  "yosys_warnings": 7,
  "critical_path_required_ns": 3.57,
  "insertedDiodeCount": 0,
  "row_count": 36,
  "outcome": "finished clean",
  "critPathKind": "input port to register",
  "post-place-ws_ns": -0.5977,
  "die_w_um": 103.0,
  "die-height_um": 103.0,
  "io_pins": 22,
  "route.vias.total": 2650,
  "cts_root_buf": "clkbuf_8",
  "route.antenna.remaining_nets": 0,
  "antenna_found_initial": 0,
  "openroad.warnings": 36,
  "hold_class": "register to register",
  "r2r_start": "U0_edge_bit_counter.edge_cnt[2]",
  "grt_util_met3_pct": 2.412,
  "htree_levels": 2,
  "endpoint": "U0_data_sampling.sampled_bit",
  "timing_max_transition_violations_final": 0,
  "synth_sequential_area_ratio_pct": 25.86,
  "flop_cell": "dfrtp_1",
  "route.detailed.wl_per_inst_um": 12.98,
  "route.detailed.drc": 0,
  "number_of_cells_in_yosys_stat": 345,
  "netlist_area_before_placement_um2": 3063,
  "worst-r2r-cell-count": 5,
  "max_cap_viol_count": 0,
  "first_pass_iters": 4
}
[cells in the mapped netlist, types with 2 or more instances]
cell type | count | area share, %
buf_2 | 3 | 0.49
a211o_1 | 2 | 0.57
a2111oi_2 | 2 | 0.98
nand4b_1 | 3 | 0.86
nor3_1 | 13 | 2.1
nand2b_1 | 4 | 0.82
mux2i_1 | 2 | 0.65
xnor2_1 | 23 | 6.6
xnor2_2 | 2 | 1.1
mux2_2 | 4 | 1.5
a31oi_1 | 3 | 0.61
dfrtp_1 | 27 | 22
clkbuf_1 | 10 | 1.2
nor2_1 | 30 | 3.7
nor4_1 | 3 | 0.61
edfxtp_1 | 3 | 2.9
o31ai_1 | 2 | 0.49
nand2_1 | 28 | 3.4
o21ai_0 | 12 | 2.0
o41ai_1 | 4 | 1.1
xnor3_1 | 2 | 1.5
or3_1 | 5 | 1.0
buf_6 | 2 | 0.74
nor4b_1 | 5 | 1.4
nand3_1 | 17 | 2.8
and3_1 | 6 | 1.2
nand4_1 | 11 | 2.2
inv_1 | 22 | 2.7
ha_1 | 35 | 14
xor2_1 | 12 | 3.4
a21oi_1 | 6 | 0.98
nor2b_1 | 3 | 0.61
or2b_1 | 2 | 0.49
nor3b_1 | 2 | 0.49
o211ai_1 | 3 | 0.74
[worst max-delay path: stages]
cell and delay (ns):
dlygate4sd2_1 0.27, buf_4 0.18, or2b_1 0.27, nor3_4 0.24, buf_6 0.17, buf_4 0.12, nand2_1 0.05, ha_1 0.18
nor4b_2 0.25, and4_1 0.20, nand4b_1 0.11, nor4_1 0.28, nand4_1 0.15, mux2_4 0.31
[report_power, final]
part	leakage [nW]	switching (mW)	total [mW]	internal, mW
combinational	1.38	0.576	1.15	0.576
sequential	0.391	0.167	0.626	0.458
clock	0.0515	0.137	0.321	0.185
[layout make-up]
class / instances / area (µm²) / share of cell area, %
clock buffers: 8 / 100.1 / 2.443
inverters: 22 / 92.59 / 2.260
multi-input cells: 275 / 2301 / 56.15
flip-flops and latches: 31 / 792.0 / 19.33
well taps: 133 / 166.4 / 4.061
repair buffers: 79 / 645.6 / 15.76
[logic make-up (layout without fill, tap and decap cells)]
family	after synthesis	count (layout)	synth area share, %
simple gates	142	142	25.53
compound gates	50	50	12.42
xor+xnor	40	40	13.44
buf+inv	39	109	5.515
fa+ha+maj	36	36	14.62
flops	31	31	25.86
mux	7	7	2.614
[sequential cells by signal (all words and copies together), names as in the netlist]
signal and count:
U0_data_sampling.sampled_bit 1, U0_data_sampling.sampled_data 3, U0_parity_check.par_err 1, U0_stop_check.stp_err 1, U0_parity_check.parity 1, U0_edge_bit_counter.edge_cnt 5
U0_deserializer.P_DATA 8, U0_edge_bit_counter.bit_cnt 4, U0_FSM.current_state 6, U0_strt_check.strt_glitch 1
[per-stage QoR]
stage	hold slack, ns	utilization, %
2_1_floorplan	0.3844	-
3_3_place_gp	0.4854	39.09
4_1_cts	0.5267	40.56
3_5_place_dp	0.4947	39.09
5_1_grt	0.5562	41.73
6_report	0.5184	41.73
[worst min path at each step]
stage	slack [ns]	cells past startpoint	to	from
CTS	0.53	2	U0_FSM.current_state[0]	U0_FSM.current_state[3]
global route	0.56	2	U0_FSM.current_state[0]	U0_FSM.current_state[3]
finish	0.52	2	U0_FSM.current_state[0]	U0_strt_check.strt_glitch
[repair_timing]
item,CTS,global route
pin swaps,2,7
hold buffers,0,0
buffers inserted,3,4
setup endpoints to repair,3,3
gates resized,7,14
[per-layer routing]
layer	part of all wire [%]	up-vias
met1	52	1219
li1	-	1379
met5	0	-
met4	0.79	0
met2	43	45
met3	4.0	7
No activity file was given, so power comes from the tool's default toggle rates.
