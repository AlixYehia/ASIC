## /design/flow/config.mk

```make
export PLATFORM = sky130hd
export DESIGN_NAME = Async_fifo
export DESIGN_NICKNAME = Async_fifo
export VERILOG_FILES = /design/flow/design.v
export SDC_FILE = /design/flow/constraint.sdc
export NUM_CORES = 4
export LEC_CHECK = 1
export CORE_UTILIZATION = 40
```

## /design/flow/constraint.sdc

```tcl
current_design Async_fifo

set clk_period 2.8
set clk_io_pct 0.2

create_clock -name clk0 -period $clk_period [get_ports {i_r_clk}]
create_clock -name clk1 -period $clk_period [get_ports {i_w_clk}]

set non_clock_inputs [all_inputs -no_clocks]
set_input_delay [expr $clk_period * $clk_io_pct] -clock clk0 $non_clock_inputs
set_output_delay [expr $clk_period * $clk_io_pct] -clock clk0 [all_outputs]
```

## /design/flow/design.v

```verilog
module Async_fifo #(
  parameter D_SIZE = 16 ,                          
  parameter F_DEPTH = 8  ,                         
  parameter P_SIZE = 4                             
)
 (
   input                    i_w_clk,               
   input                    i_w_rstn,              
   input                    i_w_inc,               
   input                    i_r_clk,               
   input                    i_r_rstn,              
   input                    i_r_inc,               
   input   [D_SIZE-1:0]     i_w_data,              
   output  [D_SIZE-1:0]     o_r_data,              
   output                   o_full,                
   output                   o_empty                
);
wire [P_SIZE-2:0] r_addr , w_addr ;
wire [P_SIZE-1:0] w2r_ptr , r2w_ptr ;
wire [P_SIZE-1:0] gray_w_ptr , gray_rd_ptr ;
fifo_mem #(.F_DEPTH(F_DEPTH), .D_SIZE(D_SIZE), .P_SIZE(P_SIZE) ) 
u_fifo_mem (
.w_clk(i_w_clk),              
.w_rstn(i_w_rstn),
.w_inc(i_w_inc),                             
.w_full(o_full),              
.w_addr(w_addr),            
.r_addr(r_addr),
.w_data(i_w_data),                        
.r_data(o_r_data)
); 
fifo_rd # (.P_SIZE(P_SIZE)) u_fifo_rd (
.r_clk(i_r_clk),              
.r_rstn(i_r_rstn),             
.r_inc(i_r_inc),              
.sync_wr_ptr(w2r_ptr),                
.rd_addr(r_addr),            
.gray_rd_ptr(gray_rd_ptr),        
.empty(o_empty)
);
BIT_SYNC #(.NUM_STAGES(2) , .BUS_WIDTH(P_SIZE)) u_w2r_sync (
.CLK(i_r_clk) ,
.RST(i_r_rstn) ,
.ASYNC(gray_w_ptr) ,
.SYNC(w2r_ptr)
);
fifo_wr # (.P_SIZE(P_SIZE)) u_fifo_wr (            
.w_clk(i_w_clk),              
.w_rstn(i_w_rstn),             
.w_inc(i_w_inc),            
.sync_rd_ptr(r2w_ptr),                
.w_addr(w_addr),            
.gray_w_ptr(gray_w_ptr),        
.full(o_full)
);               
BIT_SYNC #(.NUM_STAGES(2) , .BUS_WIDTH(P_SIZE)) u_r2w_sync
(
.CLK(i_w_clk) ,
.RST(i_w_rstn) ,
.ASYNC(gray_rd_ptr) ,
.SYNC(r2w_ptr)
);
endmodule
module BIT_SYNC # ( 
   parameter NUM_STAGES = 2 ,
	 parameter BUS_WIDTH = 1 
)(
input    wire                      CLK,
input    wire                      RST,
input    wire    [BUS_WIDTH-1:0]   ASYNC,
output   reg     [BUS_WIDTH-1:0]   SYNC
);
reg   [NUM_STAGES-1:0] sync_reg [BUS_WIDTH-1:0] ;
integer  I ;
always @(posedge CLK or negedge RST)
 begin
  if(!RST)       
   begin
     for (I=0; I<BUS_WIDTH; I=I+1)
      sync_reg[I] <= 'b0 ;
   end
  else
   begin
    for (I=0; I<BUS_WIDTH; I=I+1)
     sync_reg[I] <= {sync_reg[I][NUM_STAGES-2:0],ASYNC[I]};    
   end  
 end
always @(*)
 begin
  for (I=0; I<BUS_WIDTH; I=I+1)
    SYNC[I] = sync_reg[I][NUM_STAGES-1] ; 
 end  
endmodule
module fifo_mem #(
  parameter D_SIZE = 16 ,                        
  parameter F_DEPTH = 8 ,                        
  parameter P_SIZE = 4                           
)
  (   
   input                    w_clk,               
   input                    w_rstn,              
   input                    w_full,              
   input                    w_inc,               
   input   [P_SIZE-2:0]     w_addr,              
   input   [P_SIZE-2:0]     r_addr,              
   input   [D_SIZE-1:0]     w_data,              
   output  [D_SIZE-1:0]     r_data               
  );
reg [F_DEPTH-1:0] i ;
reg [D_SIZE-1:0] FIFO_MEM [F_DEPTH-1:0] ;
always @(posedge w_clk or negedge w_rstn)
 begin
  if(!w_rstn)
   begin 
    for(i=0;i<F_DEPTH;i=i+1) 
     FIFO_MEM[i] <= {D_SIZE{1'b0}} ;
   end
 else if (!w_full && w_inc)
    FIFO_MEM[w_addr] <= w_data ;
 end
assign r_data = FIFO_MEM[r_addr] ;
endmodule
module fifo_rd #(
  parameter P_SIZE = 4                           
)
  (
   input  wire                     r_clk,               
   input  wire                     r_rstn,              
   input  wire                     r_inc,               
   input  wire   [P_SIZE-1:0]      sync_wr_ptr,         
   output wire   [P_SIZE-2:0]      rd_addr,             
   output wire                     empty,               
   output reg    [P_SIZE-1:0]      gray_rd_ptr          
);
reg [P_SIZE-1:0]  rd_ptr ;
always @(posedge r_clk or negedge r_rstn)
 begin
  if(!r_rstn)
   begin
    rd_ptr <= 0 ;
   end
 else if (!empty && r_inc)
    rd_ptr <= rd_ptr + 1 ;
 end
assign rd_addr = rd_ptr[P_SIZE-2:0] ;
always @(posedge r_clk or negedge r_rstn)
begin
 if(!r_rstn)
   begin
    gray_rd_ptr <= 0 ;
   end
 else 
  begin
   case (rd_ptr)
   4'b0000: gray_rd_ptr <= 4'b0000 ;
   4'b0001: gray_rd_ptr <= 4'b0001 ;
   4'b0010: gray_rd_ptr <= 4'b0011 ;
   4'b0011: gray_rd_ptr <= 4'b0010 ;
   4'b0100: gray_rd_ptr <= 4'b0110 ;
   4'b0101: gray_rd_ptr <= 4'b0111 ;
   4'b0110: gray_rd_ptr <= 4'b0101 ;
   4'b0111: gray_rd_ptr <= 4'b0100 ;
   4'b1000: gray_rd_ptr <= 4'b1100 ;
   4'b1001: gray_rd_ptr <= 4'b1101 ;
   4'b1010: gray_rd_ptr <= 4'b1111 ;
   4'b1011: gray_rd_ptr <= 4'b1110 ;
   4'b1100: gray_rd_ptr <= 4'b1010 ;
   4'b1101: gray_rd_ptr <= 4'b1011 ;
   4'b1110: gray_rd_ptr <= 4'b1001 ;
   4'b1111: gray_rd_ptr <= 4'b1000 ;
   endcase
  end
 end
assign empty = (sync_wr_ptr == gray_rd_ptr) ;
endmodule
module fifo_wr #(
  parameter P_SIZE = 4                           
)
  (
   input  wire                    w_clk,               
   input  wire                    w_rstn,              
   input  wire                    w_inc,               
   input  wire  [P_SIZE-1:0]      sync_rd_ptr,         
   output wire  [P_SIZE-2:0]      w_addr,              
   output reg   [P_SIZE-1:0]      gray_w_ptr,          
   output wire                    full                 
);
reg [P_SIZE-1:0]  w_ptr ;
always @(posedge w_clk or negedge w_rstn)
 begin
  if(!w_rstn)
   begin
    w_ptr <= 0 ;
   end
 else if (!full && w_inc)
    w_ptr <= w_ptr + 1 ;
 end
assign w_addr = w_ptr[P_SIZE-2:0] ;
always @(posedge w_clk or negedge w_rstn)
 begin
  if(!w_rstn)
   begin
    gray_w_ptr <= 0 ;
   end
 else
  begin
   case (w_ptr)
   4'b0000: gray_w_ptr <= 4'b0000 ;
   4'b0001: gray_w_ptr <= 4'b0001 ;
   4'b0010: gray_w_ptr <= 4'b0011 ;
   4'b0011: gray_w_ptr <= 4'b0010 ;
   4'b0100: gray_w_ptr <= 4'b0110 ;
   4'b0101: gray_w_ptr <= 4'b0111 ;
   4'b0110: gray_w_ptr <= 4'b0101 ;
   4'b0111: gray_w_ptr <= 4'b0100 ;
   4'b1000: gray_w_ptr <= 4'b1100 ;
   4'b1001: gray_w_ptr <= 4'b1101 ;
   4'b1010: gray_w_ptr <= 4'b1111 ;
   4'b1011: gray_w_ptr <= 4'b1110 ;
   4'b1100: gray_w_ptr <= 4'b1010 ;
   4'b1101: gray_w_ptr <= 4'b1011 ;
   4'b1110: gray_w_ptr <= 4'b1001 ;
   4'b1111: gray_w_ptr <= 4'b1000 ;
   endcase
  end
 end
assign full = (sync_rd_ptr[P_SIZE-1]!= gray_w_ptr[P_SIZE-1] && sync_rd_ptr[P_SIZE-2]!= gray_w_ptr[P_SIZE-2] && sync_rd_ptr[P_SIZE-3:0]== gray_w_ptr[P_SIZE-3:0]) ;
endmodule
```

## /design/flow/run.sh

```bash
#!/bin/bash
# OpenROAD 26Q1-2900-gdf79404cd8, Yosys 0.63+post, stock flow scripts
make -C /OpenROAD-flow-scripts/flow DESIGN_CONFIG=/design/flow/config.mk WORK_HOME=/design/flow/orfs finish
```

==> flow_metrics.tcl <==
# flow metrics
set metrics [dict create \
    status "finished, violations left" \
    violations "setup timing" \
    tool_warnings 38 \
    ir_drop_uv 683 \
    synth_area_per_cell_um2 14.6 \
    edf_count 0 \
    cts_sinks 160 \
    drt-pass1-iter-count 5 \
    routed_via_density 5.43 \
    p_int_w 0.00783 \
    tritoncts "built" \
    path_delay_family "buffers and inverters" \
    fp-utilization 0.409 \
    grt_max_degree 80 \
    ys_seq_frac 0.566 \
    max_cap_violations 0 \
    grt_overflow 0 \
    crit_fanout 12 \
    post-route-drc-count 0 \
    drive_above_1_share 0.453 \
    syn-instance-count 486 \
    setup_violations 3 \
    reg2reg_slack_ns 0.38 \
    r2r_start "u_fifo_wr.gray_w_ptr[2]$_DFF_PN0_" \
    switching_share 0.314 \
    place_ws_ns -0.114 \
    crit_buf_inv 3 \
    synthArstFlopShare 1.00 \
    setup_ws_ns -0.177 \
    final-hold-violation-count 0 \
    pwr-share-clk 0.211 \
    io_buffers 38 \
    rsz0062_at_grt "true" \
    largest_reg_flops 128 \
    synth_flops 160 \
    ff_type "dfrtp_1" \
    track_usage 0.192 \
    die_x_um 135 \
    ios 40 \
    arrival_ns 2.42 \
    synthTopCellsByArea "dfrtp_1 (57%), mux2_2 (20%), mux2_4 (4.2%), ha_1 (2.8%), a221oi_1 (1.7%)" \
    post_drt_wl_per_cell_um 20.2 \
    coreArea_mm2 0.0173 \
    n_antenna_cell 0 \
    die_h_um 135 \
    reg2reg_depth 5 \
    place_congestion 0.830 \
    worstMarginPinSlew_ns 0.846 \
    grt_pass1_wl_um 25300 \
    power.leakage_nw 3.88 \
    antenna_found_initial 0 \
    crit_required_ns 2.24 \
    p_total_w 0.0114 \
    skew_ns 0.00741 \
    grt_pass1_vias 4401 \
    worstSetupStartpointType "flop" \
    hold_class "primary input to async pin" \
    r2r-end "u_fifo_mem.FIFO_MEM[6][5]$_DFFE_PN0P_" \
    critical_path_class "flop to output pin" \
    timing.critical_path.cells "inv_2 -> ha_4 -> nor2b_4 -> or4_4 -> buf_12 -> mux2_2 -> clkdlybuf4s50_1" \
    top_area_cell "dfrtp_1" \
    crit_start "u_fifo_rd.rd_ptr[1]$_DFFE_PN0P_" \
    max_stage_delay_ns 0.49 \
    ys_area_mm2 0.00708 \
    ant_nets 0 \
    num_vias 4298 \
    yosys_cells 486 \
    yosys_warnings 6 \
    hpwl_um 9770 \
    slew_headroom 0.435 \
    cpMaxStageDelayCell "or4_4" \
    power.share.sequential 0.367 \
    worstSetupEndpointType "output pin" \
    power.density_mw_per_mm2 1300 \
    synth.top_cell.area_share 0.566 \
    yosysUniqueCellTypes 35 \
    clk_pin_slew_ns 0.05 \
    area.growth.synth_to_final_pct 24.2 \
    p_switching_w 0.00358 \
    comb_power_share 0.422 \
    num_rows 48 \
    drv_slew 0 \
    fin_tns_setup_ns -0.443 \
    dieArea_mm2 0.0182 \
    wirelength_um 16000 \
    netlist_area_mm2 0.00708 \
    cts_hold_buf 0 \
    first_iter_violations 268 \
]
[per-layer routing]
metal	global-route usage	vias to the layer above	wire [µm]
met5	0	-	0
met4	0.0268	0	285
met3	0.0364	18	571
met2	0.293	71	7650
met1	0.307	2274	7480
li1	-	1935	-
[power by group through the flow]
stage     combinational, W  clock [W]  sequential, W
4_1_cts            0.00455    0.00246        0.00415
5_1_grt            0.00524    0.00257        0.00435
6_report           0.00482    0.00240        0.00418
[cell families (layout without fill, tap and decap cells)]
group | Yosys count | after routing | synth area share
multiplexers | 148 | 148 | 0.246
buffers and inverters | 40 | 121 | 0.0311
adder cells (fa/ha/maj) | 16 | 16 | 0.0283
flip-flops | 160 | 160 | 0.566
AND-OR/OR-AND | 59 | 59 | 0.0699
AND/OR/NAND/NOR | 49 | 49 | 0.0414
XOR/XNOR | 14 | 14 | 0.0173
[cell usage after synthesis, types with 2 or more instances]
cell type,n
a21oi_1,4
a221oi_1,14
a222oi_1,12
a22o_1,7
a22oi_1,6
and3_4,2
buf_1,2
buf_12,2
buf_2,3
buf_4,3
buf_6,3
clkbuf_1,19
dfrtp_1,160
ha_1,16
inv_1,8
mux2_1,5
mux2_2,123
mux2_4,20
nand2_1,18
nand3_1,5
nand4_1,7
nand4_2,3
nor2_1,5
nor2b_1,2
nor3b_2,3
o21a_1,6
o21ai_0,7
or4_1,2
xnor2_1,5
xor2_1,9
[how the worst max path moves through the flow]
stage         endpoint  cells after the start
4_1_cts   o_r_data[11]                      7
5_1_grt    o_r_data[8]                      7
6_report   o_r_data[8]                      7
[layout make-up]
type	count	area, µm²
repair buffers	77	791
clock buffers	27	557
clock inverters	9	85.1
fillers	1436	8510
flip-flops and latches	160	4010
inverters	8	30.0
well taps	225	282
multi-input cells	286	3040
[cells in the final DEF, fill, tap and decap left out, types with 3 or more instances in the layout]
cell and count:
a221oi_1 6, a221oi_2 8, a222oi_1 12, a22o_1 7, a22oi_1 6, buf_12 5, buf_4 30, buf_6 4
clkbuf_1 4, clkbuf_16 21, clkbuf_8 3, clkdlybuf4s50_1 24, clkinv_2 3, clkinvlp_4 3, dfrtp_1 157, dfrtp_2 3
dlymetal6s2s_1 12, ha_1 8, ha_2 3, ha_4 5, inv_1 5, inv_2 3, mux2_1 5, mux2_2 121
mux2_4 22, nand2_1 18, nand3_1 5, nand4_1 7, nand4_2 3, nor3b_2 3, o21a_1 6, o21ai_1 5
xnor2_1 5, xor2_1 9
[through the flow]
| stage | area [µm²] | std cells | util | hold slack (ns) |
|---|---|---|---|---|
| floorplan | 7080 | 486 | - | 0.264 |
| global placement | 7790 | 744 | 0.450 | 0.333 |
| detailed placement | 7790 | 744 | 0.450 | 0.336 |
| CTS | 8530 | 784 | 0.493 | 0.203 |
| global route | 8790 | 792 | 0.508 | 0.234 |
| finish | 8790 | 792 | 0.508 | 0.168 |
[what timing repair did]
action	in CTS	in global routing
gates cloned	0	1
setup buffers	4	7
setup endpoints to repair	17	17
pin swaps	4	5
resized	23	49
Power is estimated from default activity; no workload was simulated.
