--- config.mk ---
export PLATFORM = sky130hd
export DESIGN_NAME = ALU_16B
export DESIGN_NICKNAME = ALU_16B
export VERILOG_FILES = /design/flow/design.v
export SDC_FILE = /design/flow/constraint.sdc
export NUM_CORES = 4
export LEC_CHECK = 1
export CORE_UTILIZATION = 50
--- constraint.sdc ---
current_design ALU_16B

set clk_period 52.3
set clk_io_pct 0.2

create_clock -name clk0 -period $clk_period [get_ports {CLK}]

set non_clock_inputs [all_inputs -no_clocks]
set_input_delay [expr $clk_period * $clk_io_pct] -clock clk0 $non_clock_inputs
set_output_delay [expr $clk_period * $clk_io_pct] -clock clk0 [all_outputs]
--- design.v ---
`timescale 10us/10ns
module ALU_16B (
	input   wire   [15:0]   A,
	input   wire   [15:0]   B,
	input   wire   [3:0]    ALU_FUN,
	input   wire            CLK,
	output  reg    [15:0]   ALU_OUT,
	output  reg             Carry_Flag,      
	output  reg             Arith_Flag,      
	output  wire            Logic_Flag,      
	output  wire            CMP_Flag,        
	output  wire            Shift_Flag       
	);
always@(posedge CLK)
 begin
 	case (ALU_FUN)
 	4'b0000 : begin
 				{Carry_Flag, ALU_OUT} <= A + B; 		 
 	          end 
 	4'b0001 : begin
 				{Carry_Flag, ALU_OUT} <= A - B;          
 		      end
 	4'b0010 : begin
 				ALU_OUT <= A * B;       				 
 			  end
 	4'b0011 : begin
 				ALU_OUT <= A / B;       				 
 			  end
 	4'b0100 : begin
 				ALU_OUT <= A & B;      				  	 
			  end
	4'b0101 : begin
				ALU_OUT <= A | B;       				 
			  end
	4'b0110 : begin
				ALU_OUT <= ~ (A & B);      				 
			  end
	4'b0111 : begin
				ALU_OUT <= ~ (A | B);      				 
			  end
	4'b1000 : begin
				ALU_OUT <= A ^ B;       				 
			  end
	4'b1001 : begin
				ALU_OUT <= A ~^ B;      				 
			  end
	4'b1010 : begin
				if (A == B)             				 
				 begin
				 	ALU_OUT <= 16'd1;
				 end
				else 
				 begin
					ALU_OUT <= 16'd0;
				 end
			  end
	4'b1011 : begin
				if (A > B)               
				 begin
				 	ALU_OUT <= 16'd2;
				 end
				else
				 begin
				 	ALU_OUT <= 16'd0;
				 end
			  end
	4'b1100 : begin
				if (A < B)               
				 begin
				 	ALU_OUT <= 16'd3;
				 end
				else
				 begin
				 	ALU_OUT <= 16'd0;
				 end
			  end
	4'b1101 : begin
				ALU_OUT <= A >> 1;       
			  end
	4'b1110 : begin
				ALU_OUT <= A << 1;       
			  end
	default : begin
				ALU_OUT <= 16'b0;       
		      end
	endcase
 end
 always@(*)
  begin
  	if (ALU_FUN == 4'b0000 || ALU_FUN == 4'b0001 || ALU_FUN == 4'b0010 || ALU_FUN == 4'b0011)
  	 begin
  	 	Arith_Flag = 1'b1;
  	 end
  	else
  	 begin
  		Arith_Flag = 1'b0;	
  	 end
  end
assign Logic_Flag = (ALU_FUN == 4'b0100 || ALU_FUN == 4'b0101 || 
					 ALU_FUN == 4'b0110 || ALU_FUN == 4'b0111 ||
					 ALU_FUN == 4'b1000 || ALU_FUN == 4'b1001)   ? 1'b1 : 1'b0;
assign CMP_Flag = (ALU_FUN == 4'b1010 || ALU_FUN == 4'b1011 || ALU_FUN == 4'b1100) ? 1'b1 : 1'b0;
assign Shift_Flag = (ALU_FUN == 4'b1101 || ALU_FUN == 4'b1110) ? 1'b1 : 1'b0;
endmodule
--- run.sh ---
#!/bin/bash
# OpenROAD 26Q1-2900-gdf79404cd8, Yosys 0.63+post, stock flow scripts
make -C /OpenROAD-flow-scripts/flow DESIGN_CONFIG=/design/flow/config.mk WORK_HOME=/design/flow/orfs finish
==> ds_physical_params.txt <==
Physical implementation characteristics

Parameter                              Value

Clocking
  CTS tree .................. done
  CTS sink count .................. 17
  Clock transition at the register clock pins on the worst setup and hold paths after CTS .................. 0.05 ns
  Resized cells post-CTS .................. 0
  Setup bufs post-CTS .................. 0
  CTS buffer count .................. 3
  Worst-case clock buffer depth .................. 2
  Total number of H-tree levels .................. 1
  Root Buffer .................. sky130_fd_sc_hd__clkbuf_16
  CTS Hold Buffers Added .................. 0

Pwr
  Fraction of power consumed by sequential logic .................. 0.042
  Internal Power .................. 185 uW
  Peak supply drop .................. 0.0572 mV
  Proportion of total power due to net switching .................. 0.562
  Clk pwr share .................. 0.038
  Leak .................. 0.00695 uW
  Total power density per cell area .................. 27.8 nW/um^2
  Portion of total power attributed to combinational logic .................. 0.920
  Total net switching power .................. 237 uW

Critical path
  CP Class .................. input port to register
  Critical path's slowest cell .................. sky130_fd_sc_hd__a2111oi_4
  Startpoint class of the critical path .................. input port
  Worst setup EP type .................. register
  Arrival time worst endpoint .................. 41.04 ns
  Worst stage delay on the critical path .................. 0.81 ns
  Worst path most repeated cell .................. sky130_fd_sc_hd__a21oi_1
  Crit path max fanout .................. 21
  Crit path required time .................. 52.44 ns

Routing
  Iteration-0 DRC Markers .................. 1157
  Antenna diode count .................. 0
  DR pass1 iterations .................. 7
  Vias post-DR .................. 14800
  Final WL .................. 54500 um
  Number of design rule violations left after detail routing .................. 0
  Number of routed nets with antenna violations .................. 0
  Average detailed-routed wire length per instance .................. 23.3 um
  Via density per instance .................. 6.33

Synth
  Number of flip-flops and latches in the synthesized netlist .................. 17
  Ys async rst share .................. 0
  Number of flops mapped to enable cells by yosys .................. 1
  Tally of unique sky130hd cells used after synthesis .................. 88
  Count of synthesis-stage warnings from yosys .................. 1
  Number of cell instances after yosys synthesis .................. 1933
  Seq/Total Area, Yosys .................. 0.0249
  Count of mapped cells out of synthesis .................. 1933
  Total standard cell area after synthesis .................. 14100 um^2
  Post-synthesis chip area from yosys .................. 14100 um^2
  Average instance area after synthesis .................. 7.27 um^2
  Post-synth top flop .................. sky130_fd_sc_hd__dfxtp_1

Die
  Number of placement rows .................. 61
  I/O pin cnt .................. 58
  CORE AREA .................. 27700 um^2
  Vertical extent of the die .................. 170 um
  Die outline width .................. 170 um
  Area of the die .................. 28800 um^2
  Floorplan-stage core utilization .................. 0.507

Layout
  Final Cell Area .................. 15200 um^2
  Count of fill cells added during filler insertion .................. 2654
  Ratio of cells with drive above 1 in the final layout .................. 0.0653
  Signed area change from the synthesized netlist to the final layout .................. 8.30%

Final timing
  Maximum frequency from static timing analysis .................. 0.0245 GHz
  Max-slew violation total from the final report .................. 0
  Total setup violations reported at the end of the flow .................. 0
  Final total negative setup slack .................. 0 ns
  Setup WS post-layout .................. 11.40 ns
  Final Hold Fails .................. 0
  Tightest slew margin relative to the limit .................. 0.407
  Final min period .................. 40.90 ns
  Crit share post-route .................. 0.782
  Measured slew at the worst slew-check pin .................. 0.877 ns
  Unrepaired setup endpoints after global routing .................. no

Outcome
  Status .................. finished clean

GRT
  Total congestion overflow .................. 0
  Maximum number of pins on one net before global-route repair .................. 41
  Wire length of the first global-routing pass .................. 82700 um
  Antenna violations before repair .................. 1
  Overall fraction of global-route tracks in use .................. 0.392
  Vias in the first global route .................. 13800

Placement
  Final HPWL DP .................. 42400 um
  Instance area after placement .................. 15100 um^2
  Port Buf Inserts .................. 57
  Gp weighted congestion .................. 1.09
  Place WS .................. 11.82 ns

Hold path
  Type of the worst min-delay path .................. input port to register

Flow run
  Count of tool warnings .................. 61
  # Max-Cap Violations .................. 0
-- layout make-up --
type | instances | area (um^2) | area share
inverters | 190 | 713 | 0.0469
well taps | 378 | 473 | 0.0311
multi-input cells | 1638 | 12600 | 0.830
repair buffers | 111 | 976 | 0.0641
flip-flops and latches | 17 | 350 | 0.0230
clock inverters | 1 | 6.26 | 0.000411
clock buffers | 3 | 75.1 | 0.00493
-- metrics by stage --
step / util / power (uW) / instances / hold WS (ns)
finish: 0.549 / 422 / 2338 / 11.20
detailed placement: 0.546 / 402 / 2334 / 11.12
global placement: 0.546 / 401 / 2334 / 11.12
global route: 0.549 / 463 / 2338 / 11.24
floorplan: - / 285 / 1933 / 10.72
CTS: 0.549 / 421 / 2338 / 11.19
-- metal layers --
metal  up-vias  wire [um]  share of wire  global-route usage
met5         -         10        0.00018                   0
met4         2       2660          0.049               0.152
met3       149       5190          0.095              0.0940
met2       697      24200           0.44               0.622
met1      6978      22400           0.41               0.520
li1       6985          -              -                   -
-- Yosys cell counts (16+ instances only) --
cell / number / share of area
sky130_fd_sc_hd__dfxtp_1: 16 / 0.023
sky130_fd_sc_hd__nand2_1: 184 / 0.049
sky130_fd_sc_hd__nor2_1: 207 / 0.055
sky130_fd_sc_hd__o21a_1: 31 / 0.017
sky130_fd_sc_hd__a21oi_1: 141 / 0.050
sky130_fd_sc_hd__o211ai_1: 26 / 0.014
sky130_fd_sc_hd__clkbuf_1: 69 / 0.018
sky130_fd_sc_hd__nand2b_1: 19 / 0.0085
sky130_fd_sc_hd__nand3_1: 34 / 0.012
sky130_fd_sc_hd__xnor2_1: 72 / 0.045
sky130_fd_sc_hd__fa_1: 82 / 0.12
sky130_fd_sc_hd__mux2i_1: 16 / 0.011
sky130_fd_sc_hd__a31oi_1: 16 / 0.0071
sky130_fd_sc_hd__o21ai_0: 103 / 0.037
sky130_fd_sc_hd__a221oi_1: 20 / 0.012
sky130_fd_sc_hd__ha_1: 236 / 0.21
sky130_fd_sc_hd__nor3_1: 48 / 0.017
sky130_fd_sc_hd__or3_1: 25 / 0.011
sky130_fd_sc_hd__a21o_1: 33 / 0.018
sky130_fd_sc_hd__a211oi_1: 19 / 0.010
sky130_fd_sc_hd__mux2_2: 18 / 0.014
sky130_fd_sc_hd__inv_1: 183 / 0.049
sky130_fd_sc_hd__xor2_1: 36 / 0.022
sky130_fd_sc_hd__o31ai_1: 26 / 0.014
-- power groups by stage --
stage | clock network [uW] | logic (uW) | registers, uW
after global routing | 17.3 | 428 | 18.1
final | 16.1 | 389 | 17.7
after CTS | 16.6 | 386 | 17.8
-- cells by family (layout without fill, tap and decap cells) --
| group | after synthesis | in the layout | share of synthesized area |
|---|---|---|---|
| mux | 40 | 40 | 0.0321 |
| xor+xnor | 108 | 108 | 0.0673 |
| fa+ha+maj | 318 | 318 | 0.327 |
| flops | 17 | 17 | 0.0249 |
| simple gates | 622 | 622 | 0.206 |
| buf+inv | 278 | 305 | 0.0778 |
| compound gates | 550 | 550 | 0.265 |
-- registers in the layout, indices dropped and copies added, names as in the netlist --
signal,flops
Carry_Flag,1
ALU_OUT,16
-- cell usage in the layout (no fill, tap or decap), types with 8 or more instances in the layout --
cell and instances:
sky130_fd_sc_hd__a221oi_1 20, sky130_fd_sc_hd__nor3_1 48, sky130_fd_sc_hd__o211ai_1 26, sky130_fd_sc_hd__o21ai_0 103, sky130_fd_sc_hd__and3_1 9, sky130_fd_sc_hd__fa_1 82, sky130_fd_sc_hd__nand3_1 34, sky130_fd_sc_hd__mux2i_1 16
sky130_fd_sc_hd__clkdlybuf4s50_1 57, sky130_fd_sc_hd__nor2_1 207, sky130_fd_sc_hd__inv_1 183, sky130_fd_sc_hd__xnor2_1 72, sky130_fd_sc_hd__nand4_1 15, sky130_fd_sc_hd__nand2_1 184, sky130_fd_sc_hd__xor2_1 36, sky130_fd_sc_hd__o22ai_1 13
sky130_fd_sc_hd__o221ai_1 8, sky130_fd_sc_hd__or2_2 14, sky130_fd_sc_hd__a21oi_1 141, sky130_fd_sc_hd__a21o_1 33, sky130_fd_sc_hd__a31oi_1 16, sky130_fd_sc_hd__a22oi_1 9, sky130_fd_sc_hd__o31ai_1 25, sky130_fd_sc_hd__dfxtp_1 16
sky130_fd_sc_hd__or3_1 25, sky130_fd_sc_hd__nand2b_1 19, sky130_fd_sc_hd__a222oi_1 8, sky130_fd_sc_hd__nor2b_1 14, sky130_fd_sc_hd__o21a_1 31, sky130_fd_sc_hd__nor4_1 14, sky130_fd_sc_hd__ha_1 236, sky130_fd_sc_hd__o21bai_1 13
sky130_fd_sc_hd__a211oi_1 19, sky130_fd_sc_hd__buf_4 54, sky130_fd_sc_hd__and2_1 10, sky130_fd_sc_hd__mux2_2 18
-- final timing paths --
check / from / end / depth (start not counted)
setup / recovery: B[8] / ALU_OUT[0]$_DFF_P_ / 124
hold / removal: ALU_FUN[2] / ALU_OUT[2]$_DFF_P_ / 4
-- worst max-delay path, delay by kind of cell --
| kind | cells | cell delay, ns |
|---|---|---|
| AND/OR/NAND/NOR | 31 | 7.38 |
| AND-OR/OR-AND | 64 | 15.15 |
| multiplexers | 4 | 1.35 |
| adder cells (fa/ha/maj) | 15 | 4.71 |
| buffers and inverters | 10 | 1.95 |
Power figures rest on the tool's default switching activity, not on a simulated workload.
